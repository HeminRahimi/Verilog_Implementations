### /design/flow/config.mk
export PLATFORM = sky130hd
export DESIGN_NAME = SB_TSM_d2
export DESIGN_NICKNAME = SB_TSM_d2
export VERILOG_FILES = /design/flow/design.v
export SDC_FILE = /design/flow/constraint.sdc
export NUM_CORES = 4
export LEC_CHECK = 1
export CORE_UTILIZATION = 40
### /design/flow/constraint.sdc
current_design SB_TSM_d2

set clk_period 5.4
set clk_io_pct 0.2

create_clock -name clk0 -period $clk_period [get_ports {clk}]

set non_clock_inputs [all_inputs -no_clocks]
set_input_delay [expr $clk_period * $clk_io_pct] -clock clk0 $non_clock_inputs
set_output_delay [expr $clk_period * $clk_io_pct] -clock clk0 [all_outputs]
### /design/flow/design.v
module Register #(parameter N = 1)(in, clk, out);
    input [N-1 : 0] in;
    input clk;
    output reg [N-1 : 0] out;
    always @ (posedge clk) begin
        out <= in;
    end
endmodule
module SB_TSM_d2 (clk, PRNG, inp_sh0, inp_sh1, inp_sh2, F_sh0, F_sh1, F_sh2);
    input clk;
    input [53 : 0] PRNG;
    input [3 : 0] inp_sh0, inp_sh1, inp_sh2;
    output [3 : 0] F_sh0, F_sh1, F_sh2;
    wire [3 : 0] refreshed_inp_sh0, refreshed_inp_sh1, reg_refreshed_inp_sh1,
        refreshed_inp_sh2, reg1_refreshed_inp_sh2, reg2_refreshed_inp_sh2;
    wire [13 : 0] g0_out, g1_out, g2_out, r0, r10, r11, r10_XOR_r11, reg_r10_XOR_r11,
        g0_refreshed, reg_g0_refreshed, reg_r0, Sop_out0, Sop_out1, Sop_out2,
        intmed_sop_0, reg_intmed_sop_0, intmed_sop_1, reg_intmed_sop_1,
        refreshed_intmed_sop_0, refreshed_intmed_sop_1;
    wire [11 : 0] rand_refresh;
    assign rand_refresh = PRNG[53 : 42];
    assign r0 = PRNG[25 : 12];
    assign r10 = PRNG[39 : 26];
    assign r11 = PRNG[53 : 40];
    inp_referesher inst_input_refresher (inp_sh0, inp_sh1, inp_sh2, rand_refresh, 
        refreshed_inp_sh0, refreshed_inp_sh1, refreshed_inp_sh2);
    gi_func inst_g0 (refreshed_inp_sh0, g0_out);
    signal_blinder #(14) inst_g0_refrehser (g0_out, r0, g0_refreshed);
    Register #(14) inst_reg_g0 (g0_refreshed, clk, reg_g0_refreshed);
    Register #(14) inst_reg_r0 (r0, clk, reg_r0);
    Register #(4) inst_reg_sh1(refreshed_inp_sh1, clk, reg_refreshed_inp_sh1);
    gi_func inst_g1 (reg_refreshed_inp_sh1, g1_out);
    Sop_intermed  inst_sop_intermed (reg_g0_refreshed, reg_r0, g1_out, intmed_sop_0, intmed_sop_1);
    signal_blinder #(14) inst_refresh_sh0 (intmed_sop_0, r10, refreshed_intmed_sop_0);
    signal_blinder #(14) inst_refresh_sh1 (intmed_sop_1, r11, refreshed_intmed_sop_1);
    Register #(14) inst_after_Sop0 (refreshed_intmed_sop_0, clk, reg_intmed_sop_0);
    Register #(14) inst_after_Sop1 (refreshed_intmed_sop_1, clk, reg_intmed_sop_1);
    assign r10_XOR_r11 = (r10 ^ r11);
    Register #(14) inst_rand_after_sop(r10_XOR_r11, clk, reg_r10_XOR_r11);
    Register #(4) inst_reg1_sh2(refreshed_inp_sh2, clk, reg1_refreshed_inp_sh2);
    Register #(4) inst_reg2_sh2(reg1_refreshed_inp_sh2, clk, reg2_refreshed_inp_sh2);
    gi_func inst_g2 (reg2_refreshed_inp_sh2, g2_out);
    Sop_at_out inst_final_SOP (reg_intmed_sop_0, reg_intmed_sop_1, reg_r10_XOR_r11, g2_out, Sop_out0,  Sop_out1, Sop_out2);
    assign F_sh0[0] = 1'b1 ^ Sop_out0[0] ^ Sop_out0[1] ^ Sop_out0[4] ^ Sop_out0[6] ^ Sop_out0[7] ^ Sop_out0[9] ^ Sop_out0[13]; 
    assign F_sh0[1] = 1'b1 ^ Sop_out0[5] ^ Sop_out0[7] ^ Sop_out0[8] ^ Sop_out0[10] ^ Sop_out0[13];
    assign F_sh0[2] = Sop_out0[0] ^ Sop_out0[3] ^ Sop_out0[5] ^ Sop_out0[6] ^ Sop_out0[9] ^ Sop_out0[10] ^ Sop_out0[12];
    assign F_sh0[3] = 1'b1 ^ Sop_out0[0] ^ Sop_out0[2] ^ Sop_out0[4] ^ Sop_out0[7] ^ Sop_out0[11] ^ Sop_out0[12] ^ Sop_out0[13];
    assign F_sh1[0] = Sop_out1[0] ^ Sop_out1[1] ^ Sop_out1[4] ^ Sop_out1[6]  ^ Sop_out1[7]  ^ Sop_out1[9]  ^ Sop_out1[13];
    assign F_sh1[1] = Sop_out1[5] ^ Sop_out1[7] ^ Sop_out1[8] ^ Sop_out1[10] ^ Sop_out1[13];
    assign F_sh1[2] = Sop_out1[0] ^ Sop_out1[3] ^ Sop_out1[5] ^ Sop_out1[6]  ^ Sop_out1[9]  ^ Sop_out1[10] ^ Sop_out1[12];
    assign F_sh1[3] = Sop_out1[0] ^ Sop_out1[2] ^ Sop_out1[4] ^ Sop_out1[7]  ^ Sop_out1[11] ^ Sop_out1[12] ^ Sop_out1[13];
    assign F_sh2[0] = Sop_out2[0] ^ Sop_out2[1] ^ Sop_out2[4] ^ Sop_out2[6]  ^ Sop_out2[7]  ^ Sop_out2[9]  ^ Sop_out2[13];
    assign F_sh2[1] = Sop_out2[5] ^ Sop_out2[7] ^ Sop_out2[8] ^ Sop_out2[10] ^ Sop_out2[13];
    assign F_sh2[2] = Sop_out2[0] ^ Sop_out2[3] ^ Sop_out2[5] ^ Sop_out2[6]  ^ Sop_out2[9]  ^ Sop_out2[10] ^ Sop_out2[12];
    assign F_sh2[3] = Sop_out2[0] ^ Sop_out2[2] ^ Sop_out2[4] ^ Sop_out2[7]  ^ Sop_out2[11] ^ Sop_out2[12] ^ Sop_out2[13];
endmodule
module Sop_intermed (reg_g0, reg_r0, g1_out, out_sh0, out_sh1);
    input  [13 : 0] reg_g0, reg_r0, g1_out;
    output [13 : 0] out_sh0, out_sh1;
    assign out_sh0[0] = reg_g0[0];
    assign out_sh1[0] = reg_r0[0] ^ g1_out[0];
    assign out_sh0[1] = reg_g0[1];
    assign out_sh1[1] = reg_r0[1] ^ g1_out[1];
    assign out_sh0[2] = reg_g0[2];
    assign out_sh1[2] = reg_r0[2] ^ g1_out[2];
    assign out_sh0[3] = reg_g0[3];
    assign out_sh1[3] = reg_r0[3] ^ g1_out[3];
    assign out_sh0[4] = reg_g0[4] ^ (reg_g0[0] & g1_out[1]) ^ (reg_g0[1] & g1_out[0]);
    assign out_sh1[4] = reg_r0[4] ^ (reg_r0[0] & g1_out[1]) ^ (reg_r0[1] & g1_out[0]) ^ g1_out[4];
    assign out_sh0[5] = reg_g0[5] ^ (reg_g0[0] & g1_out[2]) ^ (reg_g0[2] & g1_out[0]);
    assign out_sh1[5] = reg_r0[5] ^ (reg_r0[0] & g1_out[2]) ^ (reg_r0[2] & g1_out[0]) ^ g1_out[5];
    assign out_sh0[6] = reg_g0[6] ^ (reg_g0[0] & g1_out[3]) ^ (reg_g0[3] & g1_out[0]);
    assign out_sh1[6] = reg_r0[6] ^ (reg_r0[0] & g1_out[3]) ^ (reg_r0[3] & g1_out[0]) ^ g1_out[6];
    assign out_sh0[7] = reg_g0[7] ^ (reg_g0[1] & g1_out[2]) ^ (reg_g0[2] & g1_out[1]);
    assign out_sh1[7] = reg_r0[7] ^ (reg_r0[1] & g1_out[2]) ^ (reg_r0[2] & g1_out[1]) ^ g1_out[7];;
    assign out_sh0[8] = reg_g0[8] ^ (reg_g0[1] & g1_out[3]) ^ (reg_g0[3] & g1_out[1]);
    assign out_sh1[8] = reg_r0[8] ^ (reg_r0[1] & g1_out[3]) ^ (reg_r0[3] & g1_out[1]) ^ g1_out[8];;
    assign out_sh0[9] = reg_g0[9] ^ (reg_g0[2] & g1_out[3]) ^ (reg_g0[3] & g1_out[2]);
    assign out_sh1[9] = reg_r0[9] ^ (reg_r0[2] & g1_out[3]) ^ (reg_r0[3] & g1_out[2]) ^ g1_out[9];
    assign out_sh0[10] = out_sh0[4] & g1_out[2] ^ reg_g0[10] ^ reg_g0[5] & g1_out[1] ^ 
           reg_g0[7] & g1_out[0] ^ reg_g0[2] & g1_out[4];
    assign out_sh1[10] = out_sh1[4] & g1_out[2] ^ reg_r0[10] ^ reg_r0[5] & g1_out[1] ^ reg_r0[7] & g1_out[0] ^ reg_r0[2] & g1_out[4];
    assign out_sh0[11] = out_sh0[4] & g1_out[3] ^ reg_g0[11] ^ reg_g0[6] & g1_out[1] ^ 
           reg_g0[8] & g1_out[0] ^ reg_g0[3] & g1_out[4];
    assign out_sh1[11] = out_sh1[4] & g1_out[3] ^ reg_r0[11] ^ reg_r0[6] & g1_out[1] ^ reg_r0[8] & g1_out[0] ^ reg_r0[3] & g1_out[4];
    assign out_sh0[12] = out_sh0[5] & g1_out[3] ^ reg_g0[12] ^ reg_g0[6] & g1_out[2] ^ 
           reg_g0[9] & g1_out[0] ^ reg_g0[3] & g1_out[5];
    assign out_sh1[12] = out_sh1[5] & g1_out[3] ^ reg_r0[12] ^ reg_r0[6] & g1_out[2] ^ reg_r0[9] & g1_out[0] ^ reg_r0[3] & g1_out[5];
    assign out_sh0[13] = out_sh0[7] & g1_out[3] ^ reg_g0[13] ^ reg_g0[8] & g1_out[2] ^ 
           reg_g0[9] & g1_out[1] ^ reg_g0[3] & g1_out[7];
    assign out_sh1[13] = out_sh1[7] & g1_out[3] ^ reg_r0[13] ^ reg_r0[8] & g1_out[2] ^ reg_r0[9] & g1_out[1] ^ reg_r0[3] & g1_out[7];
endmodule
module Sop_at_out (share0, share1, reg_rnd, g2, Sop_out0,  Sop_out1, Sop_out2);
    input[13 : 0] share0, share1, reg_rnd, g2;
    output [13 : 0] Sop_out0,  Sop_out1, Sop_out2;
    assign Sop_out0[0] = share0[0];           
    assign Sop_out1[0] = share1[0];
    assign Sop_out2[0] = reg_rnd [0] ^ g2[0];
    assign Sop_out0[1] = share0[1];           
    assign Sop_out1[1] = share1[1];
    assign Sop_out2[1] = reg_rnd [1] ^ g2[1];
    assign Sop_out0[2] = share0[2];           
    assign Sop_out1[2] = share1[2];
    assign Sop_out2[2] = reg_rnd [2] ^ g2[2];
    assign Sop_out0[3] = share0[3];           
    assign Sop_out1[3] = share1[3];
    assign Sop_out2[3] = reg_rnd [3] ^ g2[3];
    assign Sop_out0[4] = share0[4] ^ (share0[0] & g2[1]) ^ (share0[1] & g2[0]);
    assign Sop_out1[4] = share1[4] ^ (share1[0] & g2[1]) ^ (share1[1] & g2[0]);
    assign Sop_out2[4] = reg_rnd [4] ^ (reg_rnd [0] & g2[1]) ^ (reg_rnd [1] & g2[0]) ^ g2[4];
    assign Sop_out0[5] = share0[5] ^ (share0[0] & g2[2]) ^ (share0[2] & g2[0]);
    assign Sop_out1[5] = share1[5] ^ (share1[0] & g2[2]) ^ (share1[2] & g2[0]);
    assign Sop_out2[5] = reg_rnd [5] ^ (reg_rnd [0] & g2[2]) ^ (reg_rnd [2] & g2[0]) ^ g2[5];
    assign Sop_out0[6] = share0[6] ^ (share0[0] & g2[3]) ^ (share0[3] & g2[0]);
    assign Sop_out1[6] = share1[6] ^ (share1[0] & g2[3]) ^ (share1[3] & g2[0]);
    assign Sop_out2[6] = reg_rnd [6] ^ (reg_rnd [0] & g2[3]) ^ (reg_rnd [3] & g2[0]) ^ g2[6];
    assign Sop_out0[7] = share0[7] ^ (share0[1] & g2[2]) ^ (share0[2] & g2[1]);
    assign Sop_out1[7] = share1[7] ^ (share1[1] & g2[2]) ^ (share1[2] & g2[1]);
    assign Sop_out2[7] = reg_rnd [7] ^ (reg_rnd [1] & g2[2]) ^ (reg_rnd [2] & g2[1]) ^ g2[7];;
    assign Sop_out0[8] = share0[8] ^ (share0[1] & g2[3]) ^ (share0[3] & g2[1]);
    assign Sop_out1[8] = share1[8] ^ (share1[1] & g2[3]) ^ (share1[3] & g2[1]);
    assign Sop_out2[8] = reg_rnd [8] ^ (reg_rnd [1] & g2[3]) ^ (reg_rnd [3] & g2[1]) ^ g2[8];;
    assign Sop_out0[9] = share0[9] ^ (share0[2] & g2[3]) ^ (share0[3] & g2[2]);
    assign Sop_out1[9] = share1[9] ^ (share1[2] & g2[3]) ^ (share1[3] & g2[2]);
    assign Sop_out2[9] = reg_rnd [9] ^ (reg_rnd [2] & g2[3]) ^ (reg_rnd [3] & g2[2]) ^ g2[9];
    assign Sop_out0[10] = Sop_out0[4] & g2[2] ^ share0[10] ^ share0[5] & g2[1] ^ 
           share0[7] & g2[0] ^ share0[2] & g2[4];
    assign Sop_out1[10] = Sop_out1[4] & g2[2] ^ share1[10] ^ share1[5] & g2[1] ^ 
           share1[7] & g2[0] ^ share1[2] & g2[4];
    assign Sop_out2[10] = Sop_out2[4] & g2[2] ^ reg_rnd[10] ^ reg_rnd[5] & g2[1] ^ reg_rnd[7] & g2[0] ^ reg_rnd[2] & g2[4];
    assign Sop_out0[11] = Sop_out0[4] & g2[3] ^ share0[11] ^ share0[6] & g2[1] ^ 
           share0[8] & g2[0] ^ share0[3] & g2[4];
    assign Sop_out1[11] = Sop_out1[4] & g2[3] ^ share1[11] ^ share1[6] & g2[1] ^ 
           share1[8] & g2[0] ^ share1[3] & g2[4];
    assign Sop_out2[11] = Sop_out2[4] & g2[3] ^ reg_rnd[11] ^ reg_rnd[6] & g2[1] ^ reg_rnd[8] & g2[0] ^ reg_rnd[3] & g2[4];
    assign Sop_out0[12] = Sop_out0[5] & g2[3] ^ share0[12] ^ share0[6] & g2[2] ^ 
           share0[9] & g2[0] ^ share0[3] & g2[5];
    assign Sop_out1[12] = Sop_out1[5] & g2[3] ^ share1[12] ^ share1[6] & g2[2] ^ 
           share1[9] & g2[0] ^ share1[3] & g2[5];
    assign Sop_out2[12] = Sop_out2[5] & g2[3] ^ reg_rnd[12] ^ reg_rnd[6] & g2[2] ^ reg_rnd[9] & g2[0] ^ reg_rnd[3] & g2[5];
    assign Sop_out0[13] = Sop_out0[7] & g2[3] ^ share0[13] ^ share0[8] & g2[2] ^ 
           share0[9] & g2[1] ^ share0[3] & g2[7];
    assign Sop_out1[13] = Sop_out1[7] & g2[3] ^ share1[13] ^ share1[8] & g2[2] ^ 
           share1[9] & g2[1] ^ share1[3] & g2[7];
    assign Sop_out2[13] = Sop_out2[7] & g2[3] ^ reg_rnd[13] ^ reg_rnd[8] & g2[2] ^ reg_rnd[9] & g2[1] ^ reg_rnd[3] & g2[7];
endmodule
module gi_func (inp, out);
    input [3 : 0] inp;
    output [13 : 0] out;
    wire a, b, c, d;
    assign {a, b, c, d} = inp;
    assign out[0] = a ;
    assign out[1] = b ;
    assign out[2] = c ;
    assign out[3] = d ;
    assign out[4] = a & b ;
    assign out[5] = a & c ;
    assign out[6] = a & d ;
    assign out[7] = b & c ;
    assign out[8] = b & d ;
    assign out[9] = c & d ;
    assign out[10] = a & b & c ;
    assign out[11] = a & b & d ;
    assign out[12] = a & c & d ;
    assign out[13] = b & c & d ;
endmodule  
module inp_referesher (inp_share0, inp_share1, inp_share2, rnd, 
    Out_refreshed_inp_sh0, Out_refreshed_inp_sh1, Out_refreshed_inp_sh2);
    input  [3  : 0] inp_share0, inp_share1, inp_share2;
    input  [11 : 0] rnd;
    output [3  : 0] Out_refreshed_inp_sh0, Out_refreshed_inp_sh1, Out_refreshed_inp_sh2;
    wire [ 3 : 0] r0, r1, r2;
    assign r0 = rnd [3  : 0]; 
    assign r1 = rnd [7  : 4];
    assign r2 = rnd [11 : 8];
    assign Out_refreshed_inp_sh0 = inp_share0 ^ r0 ^ r1;
    assign Out_refreshed_inp_sh1 = inp_share1 ^ r1 ^ r2;
    assign Out_refreshed_inp_sh2 = inp_share2 ^ r0 ^ r2;
endmodule
module signal_blinder #(parameter N = 14) (inp, rnd, Out_refreshed);
    input  [N - 1 : 0] inp, rnd;
    output [N - 1 : 0] Out_refreshed;
    genvar i;
    generate
       for (i = 0 ; i < N ; i = i + 1) begin : gen_blk
           assign Out_refreshed[i] = inp[i] ^ rnd[i];
       end
    endgenerate
endmodule
### /design/flow/run.sh
#!/bin/bash
# OpenROAD 26Q1-2900-gdf79404cd8, Yosys 0.63+post, stock flow scripts
make -C /OpenROAD-flow-scripts/flow DESIGN_CONFIG=/design/flow/config.mk WORK_HOME=/design/flow/orfs finish
==> metrics.cfg <==
[detailed_routing]
initialDrtViolationCount = 173
dr.pass1.iters = 4
drt-met1-wl_um = 5429
antenna_cells = 0
ant_nets = 0
wl_um = 11190
highest_layer = met4
vias_per_cell = 4.749
drc_errors = 0
num_vias = 3761
dr_wl_met2_um = 4910
wl_met3_um = 610
wl_per_cell_um = 14.13

[clock_network]
cts_resized = 0
cts_sinks = 82
cts_max_path_buffers = 2
cts_buffers = 9
cts_tree = yes
cts_setup_buffers = 0
root_buffer = clkbuf_16
htree_levels = 3
post_cts_hold_buffer_count = 0
clk_pin_slew_ns = 0.06
worstSkewPairLatency_ns = 0.34

[final_timing]
hold_viol_final = 0
tightest_slew_ns = 0.7755
worst_clock_skew_ns = 0.004700
fin_crit_sh_pct = 79.72
slew_viol_final = 0
fin_ws_ns = 1.095
rsz0062_at_grt = false
tns_ns = 0
finalSetupViolations = 0
holdWs_ns = 0.3253
slew_headroom_pct = 48.23
post-route-min-period_ns = 4.305
max_freq_ghz = 0.2323

[grt]
grt_util_all_layers_pct = 17.69
grt_pass1_vias = 3491
grt_start_max_net_pins = 34
overflow = 0
grt_pass1_wl_um = 17730
grt_antenna_before_repair = 0

[power]
switchingPower_mw = 1.170
intPower_mw = 2.761
p_seq_share_pct = 23.6
ir_worst_vdd_mv = 0.3547
pwr-share-clk_pct = 15.2
switching_share_pct = 29.77
total_leakage_power_nw = 2.453
powerDensity_mw_per_mm2 = 629.0
combPwrFrac_pct = 61.3
power.total_mw = 3.931

[critical_path]
critical_path_class = reg -> out
cp-end-kind = output pin
worstPathMaxFanout = 18
r2r_start = inst_reg_sh1.out[3]$_DFF_P_
worst_setup_path_start_kind = flop
cp-startpoint = inst_reg2_sh2.out[2]$_DFF_P_
regToRegSetupSlack_ns = 3.23
reg2regPathDepth = 6
worstPathRequired_ns = 4.32
arrival_ns = 3.22
critical_path.endpoint = F_sh1[2]
r2r-end = inst_after_Sop0.out[11]$_DFF_P_

[floorplan]
chipArea_mm2 = 0.01345
die_x_um = 116.0
die_h_um = 116.0
rows = 41
ioPinCount = 79
core-area_mm2 = 0.01262
initial_core_util_pct = 41.18

[layout]
drive_gt1_share_pct = 4.839
finalNonFillerCells = 792
syn_to_final_growth_pct = 20.27

[synth]
flop_cell = dfxtp_1
syn_area_per_cell_um2 = 9.181
postSynthSeqShare_pct = 31.59
ys_async_sr_fraction_pct = 0
edf_count = 0
yosysWarningCount = 2
yosys.stat.chipArea_mm2 = 0.005196
syn_area_mm2 = 0.005196
synthDistinctLibCells = 43
ys.flops = 82
ys_cells = 566
synthCells = 566

[placement]
dp_slack_ns = 1.437
hpwl_um = 8543
port-buffer-count = 66
gp_congestion = 0.8385
dp.cells = 776

[run]
cap_viol_max_count = 0
warning_count = 37

[outcome]
status = completed

[worst_hold_path]
min_path_type = reg -> reg

sequential cells by signal, indices dropped and copies added, names as in the netlist:
| signal | cells |
|---|---|
| inst_reg1_sh2.out | 4 |
| inst_reg_sh1.out | 4 |
| inst_after_Sop1.out | 14 |
| inst_reg_r0.out | 14 |
| inst_after_Sop0.out | 14 |
| inst_reg_g0.out | 14 |
| inst_rand_after_sop.out | 14 |
| inst_reg2_sh2.out | 4 |
worst min-delay path by stage:
stage                                   startpoint                            to  slack, ns  depth (start not counted)
after CTS             inst_reg1_sh2.out[0]$_DFF_P_  inst_reg2_sh2.out[0]$_DFF_P_       0.33                          0
after global routing  inst_reg1_sh2.out[0]$_DFF_P_  inst_reg2_sh2.out[0]$_DFF_P_       0.33                          0
final                 inst_reg1_sh2.out[0]$_DFF_P_  inst_reg2_sh2.out[0]$_DFF_P_       0.33                          0
cells in the final DEF, fill, tap and decap left out, types with 3 or more instances in the layout:
| cell type | count |
|---|---|
| a32oi_1 | 9 |
| or3_1 | 4 |
| nor2b_1 | 9 |
| nand2_1 | 69 |
| nor3b_1 | 7 |
| clkdlybuf4s50_1 | 66 |
| a22o_1 | 6 |
| xor2_1 | 62 |
| o21ai_0 | 35 |
| mux2_2 | 4 |
| dfxtp_1 | 82 |
| inv_1 | 9 |
| o21ai_1 | 3 |
| buf_4 | 5 |
| clkbuf_16 | 9 |
| nand3b_1 | 4 |
| nand2b_1 | 8 |
| a21oi_1 | 10 |
| nor2_1 | 22 |
| a21boi_1 | 3 |
| o211ai_1 | 7 |
| xnor3_1 | 16 |
| nand3_1 | 6 |
| xnor2_1 | 130 |
| o22ai_1 | 4 |
synth_stat cells (all sizes together) (6+ instances only):
cell	n	area, um^2
xnor2	132	1171
dfxtp	82	1642
nand2	69	259.0
xor2	63	559.3
o21ai	38	190.2
nor2	22	82.58
clkbuf	17	63.81
buf	16	92.58
xnor3	16	360.4
a21oi	10	50.05
a32oi	9	78.83
inv	9	33.78
nor2b	9	56.30
nand2b	8	50.05
o211ai	8	65.06
nor3b	7	52.55
a22o	6	52.55
nand3	6	30.03
power by group through the flow:
stage | clock, mW | combinational [mW] | sequential [mW]
after CTS | 0.609 | 2.44 | 0.924
final | 0.597 | 2.41 | 0.926
after global routing | 0.638 | 2.67 | 0.950
layout make-up:
cell class | count | area, um^2
Fill cell | 1202 | 6370
Sequential cell | 82 | 1642
Timing Repair Buffer | 71 | 698.2
Clock inverter | 6 | 67.56
Tap cell | 172 | 215.2
Clock buffer | 10 | 229.0
Inverter | 9 | 33.78
Multi-Input combinational cell | 442 | 3364
layer usage:
layer	GRT usage [%]	vias up
met5	0	-
met4	3.761	0
met3	2.717	17
met2	27.10	88
met1	27.08	1702
li1	-	1954
cell families after synthesis:
| logic type | Yosys count | share of synthesized area, % |
|---|---|---|
| multiplexers | 6 | 1.252 |
| flip-flops | 82 | 31.59 |
| AND/OR/NAND/NOR | 138 | 12.50 |
| buffers and inverters | 42 | 3.660 |
| AND-OR/OR-AND | 87 | 10.76 |
| XOR/XNOR | 211 | 40.24 |
metrics by stage:
stage,util [%],cell area (um^2)
finish,49.52,6250
global route,49.52,6250
CTS,49.52,6250
detailed placement,47.17,5953
global placement,47.17,5953
floorplan,-,5196
critical path, stage by stage (launching register included):
cell	delay, ns
dfxtp_1	0.76
buf_4	0.27
nand2_1	0.08
xnor3_1	0.40
nor2b_1	0.17
xnor2_1	0.10
xnor2_1	0.26
xnor3_1	0.44
clkdlybuf4s50_1	0.40
Power figures rest on the tool's default switching activity, not on a simulated workload.
