## flow/design.v

```verilog
module state_array(clk, op_ctrl, inp_ctrl, s20_ctrl,
    state_in_ctrl, pt_shared, RK, key_in, from_SB,
    MCout, to_SB, to_kronecker,
    MC_in, Out);
    input clk;
    input inp_ctrl, s20_ctrl, state_in_ctrl;
    input [1 : 0] op_ctrl;
    input [15 : 0] pt_shared, RK, key_in, from_SB;
    input [63 : 0] MCout;
    output [15 : 0] to_SB, to_kronecker;
    output [63 : 0] MC_in;
    output [255 : 0] Out;
    wire [15 : 0] data2xor, mux_to_s20,
    key2xor, mux_to_s33,
    s00, s01, s02, s03,
    s10, s11, s12, s13,
    s20, s21, s22, s23,
    s30, s31, s32, s33;
    assign MC_in = {s31, s21, s11, s01};
    state_mux St00 (clk, s10, s13, s10, s10, op_ctrl, s00);
    state_mux St10 (clk, s20, s20, s20, s20, op_ctrl, s10);
    state_mux St20 (clk, mux_to_s20, s31, mux_to_s20, to_kronecker, op_ctrl, s20);
    mux_2to1 #(16) mux_before_s20 (to_kronecker, s30, s20_ctrl, mux_to_s20);
    state_mux St30 (clk, s01, s03, MCout[15:0], s01, op_ctrl, s30);
    state_mux St01 (clk, s11, s10, MCout[31:16], s11, op_ctrl, s01);
    state_mux St11 (clk, s21, s21, MCout[47:32], s21, op_ctrl, s11);
    state_mux St21 (clk, s31, s32, MCout[63:48], s31, op_ctrl, s21);
    state_mux St31 (clk, s02, from_SB, s02, s02, op_ctrl, s31);
    state_mux St02  (clk, s12, s11, s12, s12, op_ctrl, s02);
    state_mux St12  (clk, s22, s22, s22, s22, op_ctrl, s12);
    state_mux St22 (clk, s32, s33, s32, s32, op_ctrl, s22);
    state_mux St32 (clk, s03, s01, s03, s03, op_ctrl, s32);
    state_mux St03 (clk, s13, s12, s13, s13, op_ctrl, s03);
    state_mux St13 (clk, s23, s23, s23, s23, op_ctrl, s13);
    state_mux St23 (clk, s33, s30, s33, s33, op_ctrl, s23);
    state_mux St33 (clk, mux_to_s33, s02, mux_to_s33, mux_to_s33, op_ctrl, s33);
    mux_2to1 #(16) inst_mux2s33 (s00, from_SB, state_in_ctrl, mux_to_s33);
    assign to_SB = s00;
    mux_2to1 #(16) MUX_data (pt_shared, s30, inp_ctrl, data2xor);
    mux_2to1 #(16) MUX_key (key_in , RK, inp_ctrl, key2xor);
    assign to_kronecker = key2xor ^ data2xor;
    assign Out[127:0] = {s30[7 : 0], s01[7 : 0], s11[7 : 0], s21[7 : 0],
    s31[7 : 0], s02[7 : 0], s12[7 : 0], s22[7 : 0],
    s32[7 : 0], s03[7 : 0], s13[7 : 0], s23[7 : 0],
    s33[7 : 0], s00[7 : 0], s10[7 : 0], s20[7 : 0]};
    assign Out[255:128] = {s30[15 : 8], s01[15 : 8], s11[15 : 8], s21[15 : 8],
    s31[15 : 8], s02[15 : 8], s12[15 : 8], s22[15 : 8],
    s32[15 : 8], s03[15 : 8], s13[15 : 8], s23[15 : 8],
    s33[15 : 8], s00[15 : 8], s10[15 : 8], s20[15 : 8]};
endmodule
module mux_2to1 #(parameter N = 8)  (a, b, sel, y);
    input [N-1 : 0] a, b;
    input sel;
    output [N-1 : 0] y;
    assign y = (sel) ? (b) : (a);
endmodule
module mux_4to1(a, b, c, d, sel, y);
    input [15 : 0] a, b, c, d;
    input [1 : 0] sel;
    output reg [15 : 0] y;
    always @ (*) begin
        case (sel)
            2'b00 : y = a;
            2'b01 : y = b;
            2'b10 : y = c;
            2'b11 : y = d;
        endcase
    end
endmodule
module register #(parameter N = 1)(in, clk, out);
    input [N-1 : 0] in;
    input clk;
    output [N-1 : 0] out;
    reg [N-1 : 0] r_out;
    assign out = r_out;
    always @ (posedge clk) begin
        r_out <= in;
    end
endmodule
module state_mux (clk, Meander, SR, MC, data_ld, ctrl, out);
    input[15 : 0] Meander, SR, MC, data_ld;
    input [1 : 0] ctrl;
    input clk;
    output [15 : 0] out;
    wire [15 : 0] mux2reg;
    mux_4to1 MUX_inst (Meander, SR, MC, data_ld, ctrl, mux2reg);
    register #(16) REG_inst (mux2reg, clk, out);
endmodule
```

## flow/run.sh

```bash
#!/bin/bash
# OpenROAD 26Q1-2900-gdf79404cd8, Yosys 0.63+post, stock flow scripts
make -C /OpenROAD-flow-scripts/flow DESIGN_CONFIG=/design/flow/config.mk WORK_HOME=/design/flow/orfs finish
```

## flow/config.mk

```make
export PLATFORM = sky130hd
export DESIGN_NAME = state_array
export DESIGN_NICKNAME = state_array
export VERILOG_FILES = /design/flow/design.v
export SDC_FILE = /design/flow/constraint.sdc
export NUM_CORES = 4
export LEC_CHECK = 1
export CORE_AREA = 10 10 234 234
export DIE_AREA = 0 0 244 244
```

## flow/constraint.sdc

```tcl
current_design state_array

set clk_period 16.6
set clk_io_pct 0.2

create_clock -name clk0 -period $clk_period [get_ports {clk}]

set non_clock_inputs [all_inputs -no_clocks]
set_input_delay [expr $clk_period * $clk_io_pct] -clock clk0 $non_clock_inputs
set_output_delay [expr $clk_period * $clk_io_pct] -clock clk0 [all_outputs]
```

==> results.json <==
{
  "drt_iter0_markers": 244,
  "core-area_mm2": 0.04986,
  "grt_setup_unrepaired": "no",
  "power_density_mw_per_mm2": 134.5,
  "gp_congestion": 0.8673,
  "top_cell": "dfxtp_1",
  "cp_num_buf_inv": 3,
  "crit_type": "in -> out",
  "layout-drive-gt1-share": 0.1633,
  "rows": 82,
  "grtUsageMet2": 0.2288,
  "syn_to_final_growth_pct": 62.41,
  "yosysSeqAreaShare": 0.5349,
  "netlist_instances": 833,
  "place_ws_ns": 8.521,
  "clkLatencyLatePin_ns": 0.58,
  "ys_chip_area_mm2": 0.009580,
  "p_comb_frac": 0.243,
  "synthesis.area_mm2": 0.009580,
  "path_cells": "buf_2, buf_4, mux2i_1, clkdlybuf4s50_1",
  "cts_resized": 0,
  "drv_slew": 0,
  "largest_area_cell": "dfxtp_1",
  "finalSetupTns_ns": 0,
  "ctsHoldBuffers": 0,
  "crit_family": "buffers and inverters",
  "hold_violations": 0,
  "cts_tree": "yes",
  "end_kind": "primary output",
  "grt_max_degree": 73,
  "tool_warnings": 29,
  "required_ns": 13.28,
  "max_stage_delay_ns": 0.53,
  "die_w_um": 244,
  "cts_setup_buffers": 0,
  "p_clk_frac": 0.340,
  "area_leaders": "dfxtp_1, mux2_2, buf_4",
  "syn_avg_cell_area_um2": 11.50,
  "final-setup-viol-count": 0,
  "antenna_found_initial": 4,
  "ys_types": 22,
  "totalWireLength_um": 41980,
  "power_frac_seq": 0.417,
  "status": "finished clean",
  "numCtsBuffers": 30,
  "ir_drop_v": 0.0001025,
  "p_leak_nw": 5.992,
  "ioPinCount": 486,
  "yosysWarnings": 2,
  "fmax_ghz": 0.1241,
  "dieArea_mm2": 0.05954,
  "hp-class": "reg -> reg",
  "via_per_inst": 3.988,
  "critPathMaxFanout": 16,
  "dpl-instance-area_mm2": 0.01449,
  "finalClockSkew_ns": 0.02709,
  "num_vias": 7693,
  "p_int_mw": 1.566,
  "grtUsageTotal": 0.1376,
  "ys_async_sr_fraction": 0,
  "worst_pin_slew_ns": 0.7682,
  "setup_slack_ns": 8.544,
  "top_usage_layer": "met2",
  "p_total_mw": 2.093,
  "swShare": 0.2518,
  "first_pass_iters": 4,
  "slew-limit-headroom": 0.4878,
  "critPathSlowestCell": "clkdlybuf4s50_1",
  "wire_per_inst_um": 21.76,
  "grt_pass1_vias": 8264,
  "ant_nets": 0,
  "grt-ovfl-total": 0,
  "p_switching_uw": 527.2,
  "path_clk_slew_ns": 0.05,
  "cts_buffer_depth": 3,
  "worstSetupStartpointType": "primary input",
  "cap_violations": 0,
  "period_needed_ns": 8.056,
  "die_h_um": 244,
  "grtUsageMet3": 0.05030,
  "h-tree-depth": 1,
  "cts-root-buf": "clkbuf_16",
  "stdcell_area_mm2": 0.01556,
  "drc": 0,
  "hpwl_um": 31820,
  "ys_top_cells_by_count": "dfxtp_1, mux2_2, buf_4, nand2_1, o21ai_0",
  "use_met1": 0.1694,
  "grt_first_pass_wirelength_um": 60000,
  "edf_count": 0,
  "cts_sinks": 256,
  "arrival_ns": 4.74,
  "ys.flop_type": "dfxtp_1",
  "portBuffers": 485,
  "postSynthRegisterBits": 256,
  "netlist.area_leader.share": 0.5349,
  "yosys_cells": 833,
  "period_used_share": 0.4853,
  "initCoreUtil": 0.1921
}
## cell usage in the layout, fill, tap and decap left out, drive strengths merged
cell type / count
o221ai: 4
o21ba: 1
clkdlybuf4s50: 483
diode: 2
clkinvlp: 1
clkinv: 5
mux2: 128
inv: 9
dfxtp: 256
xnor2: 24
a21o: 24
nand2b: 12
nand2: 72
o21ai: 65
a22oi: 48
mux2i: 32
buf: 17
ha: 5
o21a: 1
xor2: 8
clkbuf: 41
or2: 2
bufinv: 5
o221a: 12
## metal layers
metal	vias to the layer above	wire (um)
met4	4	970
met1	3662	16970
met3	55	3861
met2	339	20150
met5	-	26
li1	3633	-
## sequential cells by signal, indices dropped and copies added (netlist names)
name	cells
St13.REG_inst.r_out	16
St30.REG_inst.r_out	16
St00.REG_inst.r_out	16
St12.REG_inst.r_out	16
St20.REG_inst.r_out	16
St32.REG_inst.r_out	16
St21.REG_inst.r_out	16
St02.REG_inst.r_out	16
St31.REG_inst.r_out	16
St01.REG_inst.r_out	16
St03.REG_inst.r_out	16
St23.REG_inst.r_out	16
St33.REG_inst.r_out	16
St10.REG_inst.r_out	16
St22.REG_inst.r_out	16
St11.REG_inst.r_out	16
## worst register-to-register path, cell delays in order, from the launching register on
cell and delay [ns]:
dfxtp_1 0.63, xnor2_1 0.18, mux2i_1 0.13, o221a_1 0.25
## final cells by class
cell class	count	area, um^2
well taps	672	840.8
repair buffers	500	4957
clock inverters	12	197.7
clock buffers	41	863.3
inverters	8	30.03
fillers	5024	34300
multi-input cells	438	3541
flip-flops and latches	256	5125
diodes	2	5.005
## per-stage QoR
| step | utilization | std cells | hold WS, ns |
|---|---|---|---|
| floorplan | - | 833 | 0.3096 |
| global placement | 0.2907 | 1874 | 0.3345 |
| finish | 0.3121 | 1929 | 0.3473 |
| global route | 0.3120 | 1927 | 0.3508 |
| detailed placement | 0.2907 | 1874 | 0.3358 |
| CTS | 0.3120 | 1927 | 0.3491 |
## cells by family after synthesis
| family | synth area share |
|---|---|
| adder cells (fa/ha/maj) | 0.006530 |
| AND/OR/NAND/NOR | 0.03735 |
| AND-OR/OR-AND | 0.1107 |
| buffers and inverters | 0.09730 |
| XOR/XNOR | 0.02925 |
| multiplexers | 0.1839 |
| flip-flops | 0.5349 |
## power groups by stage
stage	registers [mW]	logic, mW	clock network (mW)
final	0.873	0.509	0.711
after global routing	0.893	0.552	0.758
after CTS	0.877	0.525	0.729
## path summary, 6_finish.rpt
path                          startpoint                      to  slack [ns]  cells after the start
hold reg to reg   St22.REG_inst.r_out[6]  St12.REG_inst.r_out[6]        0.35                      0
setup reg to reg  St30.REG_inst.r_out[7]  St20.REG_inst.r_out[7]       15.31                      3
hold / removal    St22.REG_inst.r_out[6]  St12.REG_inst.r_out[6]        0.35                      0
setup / recovery                inp_ctrl         to_kronecker[6]        8.54                      4
Power is estimated from default activity; no workload was simulated.
